### design/flow/run.sh
#!/bin/bash
# OpenROAD 26Q1-2900-gdf79404cd8, Yosys 0.63+post, stock flow scripts
make -C /OpenROAD-flow-scripts/flow DESIGN_CONFIG=/design/flow/config.mk WORK_HOME=/design/flow/orfs finish
### design/flow/config.mk
export PLATFORM = sky130hd
export DESIGN_NAME = PE
export DESIGN_NICKNAME = PE
export VERILOG_FILES = /design/flow/design.v
export SDC_FILE = /design/flow/constraint.sdc
export NUM_CORES = 4
export LEC_CHECK = 1
export CORE_UTILIZATION = 40
### design/flow/constraint.sdc
current_design PE

set clk_period 13.1
set clk_io_pct 0.2

create_clock -name clk0 -period $clk_period [get_ports {clk}]

set non_clock_inputs [all_inputs -no_clocks]
set_input_delay [expr $clk_period * $clk_io_pct] -clock clk0 $non_clock_inputs
set_output_delay [expr $clk_period * $clk_io_pct] -clock clk0 [all_outputs]
### design/flow/design.v
`timescale 1ns / 1ps
module PE #(
    parameter KERNEL_SIZE       = 3,
              INPUT_TILE_SIZE   = 4,
              INPUT_DATA_WIDTH  = 8,
              KERNEL_DATA_WIDTH = 8,
              CHANNELS          = 3
)(
    input clk,
    input reset,
    input [(KERNEL_SIZE * KERNEL_SIZE * KERNEL_DATA_WIDTH * CHANNELS) - 1 : 0] Kernel,
    input [(INPUT_TILE_SIZE * INPUT_TILE_SIZE * INPUT_DATA_WIDTH * CHANNELS) - 1 : 0] inpData,
    output reg[(INPUT_TILE_SIZE - KERNEL_SIZE) * (INPUT_TILE_SIZE - KERNEL_SIZE) * (KERNEL_DATA_WIDTH + INPUT_DATA_WIDTH + 8) - 1 : 0] outData
    );
    reg [KERNEL_DATA_WIDTH - 1 : 0] kernel_reg [KERNEL_SIZE - 1 : 0] [KERNEL_SIZE - 1 : 0] [CHANNELS - 1 : 0];       
    reg [INPUT_DATA_WIDTH - 1 : 0] input_reg [INPUT_TILE_SIZE - 1 : 0] [INPUT_TILE_SIZE - 1 : 0] [CHANNELS - 1 : 0]; 
    reg [INPUT_DATA_WIDTH : 0] input_temp_reg [INPUT_TILE_SIZE - 1 : 0] [INPUT_TILE_SIZE - 1 : 0] [CHANNELS - 1 : 0]; 
    reg [INPUT_DATA_WIDTH + 1 : 0] input_transformed_reg [INPUT_TILE_SIZE - 1 : 0] [INPUT_TILE_SIZE - 1 : 0] [CHANNELS - 1 : 0]; 
    reg [KERNEL_DATA_WIDTH : 0] kernel_temp_reg [INPUT_TILE_SIZE - 1 : 0] [KERNEL_SIZE - 1 : 0] [CHANNELS - 1 : 0];
    reg [KERNEL_DATA_WIDTH + 1 : 0] kernel_transformed_reg [INPUT_TILE_SIZE - 1 : 0] [INPUT_TILE_SIZE - 1 : 0] [CHANNELS - 1 : 0];
    reg [KERNEL_DATA_WIDTH + INPUT_DATA_WIDTH + 2 : 0] ewmm_reg [INPUT_TILE_SIZE - 1 : 0] [INPUT_TILE_SIZE - 1 : 0] [CHANNELS - 1 : 0];  
    reg [KERNEL_DATA_WIDTH + INPUT_DATA_WIDTH + 4 : 0] output_reg1 [INPUT_TILE_SIZE - KERNEL_SIZE : 0] [INPUT_TILE_SIZE - 1 : 0] [CHANNELS - 1 : 0];
    reg [KERNEL_DATA_WIDTH + INPUT_DATA_WIDTH + 6 : 0] output_reg2 [INPUT_TILE_SIZE - KERNEL_SIZE : 0] [INPUT_TILE_SIZE - KERNEL_SIZE : 0] [CHANNELS - 1 : 0];
    reg [KERNEL_DATA_WIDTH + INPUT_DATA_WIDTH + 8 : 0] output_final_reg [INPUT_TILE_SIZE - KERNEL_SIZE : 0] [INPUT_TILE_SIZE - KERNEL_SIZE : 0];
    integer i, j, k;  
    always @(posedge clk)
    begin
        for (i = KERNEL_SIZE - 1 ; i >= 0 ; i = i - 1)
        begin
            for (j = KERNEL_SIZE - 1 ; j >= 0 ; j = j - 1)
            begin
                for (k = CHANNELS - 1 ; k >= 0 ; k = k - 1)
                begin
                    kernel_reg[i][j][k] <= Kernel[((KERNEL_SIZE * i + j) + (KERNEL_SIZE * KERNEL_SIZE * k)) * KERNEL_DATA_WIDTH +: KERNEL_DATA_WIDTH];
                end
            end
        end
    end
    always @(posedge clk)
    begin
        for (i = INPUT_TILE_SIZE - 1 ; i >= 0 ; i = i - 1)
        begin
            for (j = INPUT_TILE_SIZE - 1 ; j >= 0 ; j = j - 1)
            begin
                for (k = CHANNELS - 1 ; k >= 0 ; k = k - 1)
                begin
                    input_reg[i][j][k] <= inpData[((INPUT_TILE_SIZE * i + j) + (INPUT_TILE_SIZE * INPUT_TILE_SIZE * k)) * INPUT_DATA_WIDTH +: INPUT_DATA_WIDTH];
                end
            end
        end
    end
    always @(posedge clk)
    begin
        for(k = CHANNELS - 1 ; k >= 0 ; k = k - 1)
        begin
            for (j = INPUT_TILE_SIZE - 1 ; j >= 0 ; j = j - 1)
            begin
                input_temp_reg[INPUT_TILE_SIZE - 1][j][k] <= input_reg[3][j][k] - input_reg[1][j][k];
                input_temp_reg[INPUT_TILE_SIZE - 2][j][k] <= input_reg[2][j][k] + input_reg[1][j][k];
                input_temp_reg[INPUT_TILE_SIZE - 3][j][k] <= - input_reg[2][j][k] + input_reg[1][j][k];
                input_temp_reg[INPUT_TILE_SIZE - 4][j][k] <= input_reg[2][j][k] - input_reg[0][j][k];
            end
        end
    end
    always @(posedge clk)
    begin
        for(k = CHANNELS - 1 ; k >= 0 ; k = k - 1)
        begin
            for (j = INPUT_TILE_SIZE - 1 ; j >= 0 ; j = j - 1)
            begin
                input_transformed_reg[j][INPUT_TILE_SIZE - 1][k] <= input_temp_reg[j][3][k] - input_temp_reg[j][1][k];
                input_transformed_reg[j][INPUT_TILE_SIZE - 2][k] <= input_temp_reg[j][2][k] + input_temp_reg[j][1][k];
                input_transformed_reg[j][INPUT_TILE_SIZE - 3][k] <= - input_temp_reg[j][2][k] + input_temp_reg[j][1][k];
                input_transformed_reg[j][INPUT_TILE_SIZE - 4][k] <= input_temp_reg[j][2][k] - input_temp_reg[j][0][k];
            end
        end
    end
    always @(posedge clk)
    begin
        for (k = CHANNELS - 1 ; k >= 0 ; k = k - 1)
        begin
            for (j = KERNEL_SIZE - 1 ; j >= 0 ; j = j - 1)
            begin
                kernel_temp_reg[INPUT_TILE_SIZE - 1][j][k] <= kernel_reg[2][j][k];
                kernel_temp_reg[INPUT_TILE_SIZE - 2][j][k] <= (kernel_reg[2][j][k] +  kernel_reg[1][j][k] +  kernel_reg[0][j][k]) >>> 1;
                kernel_temp_reg[INPUT_TILE_SIZE - 3][j][k] <= (kernel_reg[2][j][k] -  kernel_reg[1][j][k] +  kernel_reg[0][j][k]) >>> 1;
                kernel_temp_reg[INPUT_TILE_SIZE - 4][j][k] <= kernel_reg[0][j][k];
            end
        end
    end
    always @(posedge clk)
    begin
        for(k = CHANNELS - 1 ; k >= 0 ; k = k - 1)
        begin
            for (j = INPUT_TILE_SIZE - 1 ; j >= 0 ; j = j - 1)
            begin
                kernel_transformed_reg[j][INPUT_TILE_SIZE - 1][k] <= kernel_temp_reg[j][2][k];
                kernel_transformed_reg[j][INPUT_TILE_SIZE - 2][k] <= (kernel_temp_reg[j][2][k] + kernel_temp_reg[j][1][k] + kernel_temp_reg[j][1][k]) >>> 1;
                kernel_transformed_reg[j][INPUT_TILE_SIZE - 3][k] <= (kernel_temp_reg[j][2][k] - kernel_temp_reg[j][1][k] + kernel_temp_reg[j][1][k]) >>> 1;
                kernel_transformed_reg[j][INPUT_TILE_SIZE - 4][k] <= kernel_temp_reg[j][0][k];
            end
        end
    end
    always @(posedge clk)
    begin
        for (k = CHANNELS - 1 ; k >= 0 ; k = k - 1)
        begin
            for (i = INPUT_TILE_SIZE - 1 ; i >= 0 ; i = i - 1)
            begin
                for (j = INPUT_TILE_SIZE - 1 ; j >= 0 ; j = j - 1)
                begin
                    ewmm_reg[i][j][k] <= input_transformed_reg[i][j][k] + kernel_transformed_reg[i][j][k];
                end
            end
        end
    end
    always @(posedge clk)
    begin
        for (k = CHANNELS - 1 ; k >= 0 ; k = k - 1)
        begin
            for (j = INPUT_TILE_SIZE - 1 ; j >= 0 ; j = j - 1)
            begin
                output_reg1[INPUT_TILE_SIZE - KERNEL_SIZE][j][k] <= ewmm_reg[3][j][k] + ewmm_reg[2][j][k] + ewmm_reg[1][j][k];
                output_reg1[INPUT_TILE_SIZE - KERNEL_SIZE - 1][j][k] <= ewmm_reg[2][j][k] - ewmm_reg[1][j][k] - ewmm_reg[0][j][k];
            end
        end
    end
    always @(posedge clk)
    begin
        for (k = CHANNELS - 1 ; k >= 0 ; k = k - 1)
        begin
            for (j = INPUT_TILE_SIZE - KERNEL_SIZE ; j >= 0 ; j = j - 1)
            begin
                output_reg2[j][INPUT_TILE_SIZE - KERNEL_SIZE][k] <= output_reg1[j][3][k] + output_reg1[j][2][k] + output_reg1[j][1][k];
                output_reg2[j][INPUT_TILE_SIZE - KERNEL_SIZE - 1][k] <= output_reg1[j][2][k] - output_reg1[j][1][k] - output_reg1[j][0][k];
            end
        end
    end
    always @(posedge clk)
    begin
        for (i = INPUT_TILE_SIZE - KERNEL_SIZE ; i >= 0 ; i = i - 1)
        begin
            for (j = INPUT_TILE_SIZE - KERNEL_SIZE ; j >= 0 ; j = j - 1)
            begin
                for (k = CHANNELS - 1 ; k >= 0 ; k = k - 1)
                begin
                    output_final_reg[i][j]  <= output_final_reg[i][j] + output_reg2[i][j][k];
                end
            end
        end
    end
    always @(posedge clk)
    begin
        for (i = INPUT_TILE_SIZE - KERNEL_SIZE ; i >= 0 ; i = i - 1)
        begin
            for (j = INPUT_TILE_SIZE - KERNEL_SIZE ; j >= 0 ; j = j - 1)
            begin
                outData[((INPUT_TILE_SIZE - KERNEL_SIZE + 1) * i + j) * (KERNEL_DATA_WIDTH + INPUT_DATA_WIDTH + 8) +: (KERNEL_DATA_WIDTH + INPUT_DATA_WIDTH + 8)] <= output_final_reg[i][j];
            end
        end
    end
endmodule
==> impl.org <==
* Implementation run

** Setup path
- Source of the worst register-to-register timing path :: output_reg1[17][0]
- Capturing point of the worst reg2reg path :: output_reg2[11][22]
- The script reports the combined buffer and inverter count of the critical path as 1.
- The report puts the cell count of the worst reg-to-reg path at 19.
- Reg2Reg Setup Slack :: 9.17 ns
- STA classifies the critical path startpoint as a flop.
- Max Fanout on Critical Path :: 1
- The most critical setup path has its startpoint at outData[19].
- Looking at the setup timing report, the critical path kind is reg2out.
- For this design, the slowest cell found on the critical path is sky130_fd_sc_hd__clkdlybuf4s50_1.
- Per STA, the worst path is made up of clkdlybuf4s50_1.
- CP delay by family, top :: buffers and inverters
- Worst Path Required :: 10.48 ns
- STA classifies the critical path endpoint as an output port.
- The timing report gives the biggest stage delay along the critical path as 0.49 ns.
- Worst endpoint data arrival time :: 1.42 ns

** Routing
- For this sky-water flow run, the detailed-routed wirelength per cell is reported as 13.79 um.
- In the per-layer summary, the met1 wirelength comes to 34.93 mm.
- After detailed routing, the number of vias per cell comes to 4.453.
- The routed design uses 28.81 mm of met2 wire.
- Count of nets left with antenna violations after detail routing :: 0
- Drt total wl :: 68.82 mm
- Met3 Wirelength :: 3.435 mm
- Total vias in the final route :: 22230
- Top layer reached by signal wires :: met4
- In the routed design, unresolved DRC markers number 0.
- The violation tally recorded at the end of detailed-routing iteration 0 is 760.
- In the routed netlist, the antenna diode instances number 0.
- First-pass DRT Iterations :: 5

** Yosys
- Synthesis area per yosys :: 0.03434 sq mm
- Ranked by instance count, the synthesized netlist is headed by 690 x sky130_fd_sc_hd__dfxtp_1, 640 x sky130_fd_sc_hd__inv_1, 470 x sky130_fd_sc_hd__ha_1.
- Per the synthesis report, the number of distinct cell types is 68.
- Asr flop ratio synth :: 0%
- Sequential element share of the synthesized area :: 40.23%
- Most common flop cell mapped by yosys :: sky130_fd_sc_hd__dfxtp_1
- Count of warnings emitted by yosys :: 17
- Of the post-synthesis cell area, the dominant cell type holds 40.23%.
- In this run the cell area of the synthesized design comes to 0.03434 sq mm.
- A synthesized cell averages 9.667 sq um.
- Flops out of synthesis :: 690
- Most area-hungry cell type in the Yosys netlist :: sky130_fd_sc_hd__dfxtp_1
- # Cells Yosys :: 3552
- After synthesis, the cell types taking the most area are sky130_fd_sc_hd__dfxtp_1 40%, sky130_fd_sc_hd__ha_1 17%, sky130_fd_sc_hd__inv_1 7.0%.
- After technology mapping, the gate count stands at 3552.
- Most common cell in the synthesized netlist :: sky130_fd_sc_hd__dfxtp_1
- Count of library flops with an enable pin :: 0

** Placed design
- Placement Setup Slack :: 9.164 ns
- Dpl hpwl :: 56.41 mm
- Port buffer count :: 168
- Cells after DPL :: 4858
- Final Wtd Congestion :: 0.8712

** Timing
- Looking at the max-slew report, the worst-margin pin has a slew of 0.6891 ns.
- Post-route clock period utilization :: 30.86%
- Remaining max-slew budget at the tightest pin :: 53.91%
- Worst Skew :: 0.02163 ns
- Fmax :: 247.3 MHz
- The final timing report derives a shortest allowable period of 4.043 ns.
- Number of failing hold endpoints at the final stage :: 0
- Setup repair after global routing left no endpoint under its margin.
- The final layout reports a setup TNS of 0 ns.
- Final setup vio count :: 0
- Setup slack of the critical path after layout :: 9.057 ns
- Number of max-slew violations in the final report :: 0

** Global route
- GRT overflow :: 0
- Entering global routing, the biggest net connects 14 pins.
- Overall Global Routing Usage :: 16.95%
- The initial antenna violation count came to 4.
- Wire length of the first global-routing pass :: 111.5 mm
- The via count of the first global-routing pass was 21780.

** Floorplan
- Die boundary width :: 295.0 um
- The initialized floorplan defines 107 standard-cell rows.
- Die outline area :: 0.08702 sq mm
- During I/O placement, the number of pins put on the boundary was 626.
- Floorplan-stage core utilization :: 40.33%
- The die is 295.0 um tall.
- Floorplan core area :: 0.08515 sq mm

** CTS
- Buffers inserted during clock tree synthesis total 77.
- TritonCTS built the clock tree.
- In this run the number of H-tree levels came out at 3.
- Insertion delay to the later sink of the worst-skew pair :: 0.62 ns
- Per the post-CTS timing run, clock transition at the registers of the reported paths is 0.06 ns.
- CTS max path bufs :: 3
- Once the clock tree was built, the resizer swapped 0 gates to a different size.
- Hold buffer count at cts :: 0
- # Post-CTS Setup Buffers :: 0
- Clock sink total :: 690
- Per the CTS log, the root buffer master is sky130_fd_sc_hd__clkbuf_16.

** Worst hold path
- Worst min-delay path class :: reg2reg
- Hold analysis shows the worst path with a depth of 0.
- Launch point of the worst hold path :: kernel_temp_reg[35][0]
- Worst-case hold path end point :: kernel_transformed_reg[47][0]

** Pwr
- Leak Pwr :: 19.53 nW
- Cell internal power was estimated by the tool at 0.007807 W.
- Switching component of the power :: 0.005401 W
- The clock network burns 16.8% of the power.
- The flow reports that sequential cells draw 25.5% of the design power.
- Combinational power share :: 57.8%
- Worst IR drop on VDD :: 0.1924 mV
- Power consumption :: 0.01321 W
- In this run switching power makes up 40.89% of total power.
- For this design the ratio of total power to cell area is 329.8 mW/mm^2.

** Final layout
- Per the run report, area growth between synthesis and finish was 16.61%.
- The finished layout holds 4992 standard cells, fillers aside.
- Utilization after layout :: 47.03%
- Cells with a size suffix above 1 make up 3.534% of the layout.
- Number of flip-flops under the largest register name :: 99

** Run
- The tool warning count for the run is 556.
- The run reported a max-capacitance violation count of 0.

** Status
- The flow ran to the end, and the final reports show no timing, DRC or antenna violations.
metrics by stage:
stage	hold slack, ns	cell area (sq um)
finish	0.3236	40040
global route	0.3284	40040
CTS	0.3214	40040
detailed placement	0.3121	37430
global placement	0.3126	37430
floorplan	0.3096	34340
cells in the final DEF (no fill, tap or decap), drive strengths merged, types with 7 or more instances in the layout:
cell type,Yosys,routed
o21ai,179,179
xor2,97,97
and3,21,21
xnor2,215,215
a31oi,15,15
a211oi,16,16
clkinv,0,18
nor3b,13,13
nor2b,69,69
o21a,28,28
o21bai,76,76
nand2b,56,56
a21o,98,98
and3b,7,7
bufinv,0,10
ha,470,470
nor2,222,222
a21boi,57,57
fa,93,93
inv,640,642
nand3,19,19
a21oi,239,239
or2,8,8
clkbuf,4,101
nand2,106,106
clkdlybuf4s50,0,168
nor3,21,21
dfxtp,690,690
layer usage:
layer	track usage [%]	vias to the layer above
met5	0	-
met4	3.417	0
met3	3.346	94
met2	25.50	370
met1	26.05	9667
li1	-	12100
power by group through the flow:
stage / Combinational [W] / Sequential [W] / Clock (W)
after CTS: 0.00770 / 0.00338 / 0.00228
after global routing: 0.00871 / 0.00344 / 0.00237
final: 0.00763 / 0.00336 / 0.00221
cell type report:
type	instances	area (sq um)
clock buffers	101	2150
clock inverters	33	464.2
fillers	7962	45100
inverters	640	2402
multi-input cells	2216	18100
flip-flops and latches	690	13810
well taps	1144	1431
repair buffers	168	1682
logic make-up after synthesis:
| group | after synthesis | share of synthesized area, % |
|---|---|---|
| AOI/OAI and AO/OA | 759 | 13.89 |
| muxes | 3 | 0.08745 |
| DFF | 690 | 40.23 |
| buffers and inverters | 646 | 7.062 |
| adders and majority gates | 563 | 22.55 |
| and+or+nand+nor | 579 | 8.224 |
| xor gates and xnor gates | 312 | 7.958 |
worst max-delay path by stage:
stage         slack (ns)                  end  depth (start not counted)
global route        8.69  output_reg2[11][20]                         20
CTS                 8.98          outData[21]                          1
finish              9.06          outData[19]                          1
Power figures rest on the tool's default switching activity, not on a simulated workload.
